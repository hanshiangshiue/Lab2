==> design/flow/design.v <==
`timescale 1ns / 1ps
module bcd2ftsegdec(
	display,  
	bcd  
    );
	output [14:0] display;  
	input [3:0] bcd;  
	reg [14:0] display;  
	always @(bcd)
		case (bcd)
			4'd0: display = 15'b0000_0011_1111_111;  
			4'd1: display = 15'b1111_1111_1011_011;  
			4'd2: display = 15'b0010_0100_1111_111;  
			4'd3: display = 15'b0000_1100_1111_111;  
			4'd4: display = 15'b1001_1000_1111_111;  
			4'd5: display = 15'b0100_1000_1111_111;  
			4'd6: display = 15'b0100_0000_1111_111;  
			4'd7: display = 15'b0001_1111_1111_111;  
			4'd8: display = 15'b0000_0000_1111_111;  
			4'd9: display = 15'b0000_1000_1111_111;  
			default: display = 15'b1111_1111_1111_111;  
		endcase
endmodule
`timescale 1ns / 1ps
module freq_div(
	clk_out,  
	clk_ctl,  
	clk,  
	rst_n  
	);
	output reg clk_out;  
	output reg [1:0] clk_ctl;  
	input clk;  
	input rst_n;  
	reg [14:0] cnt_l;  
	reg [6:0] cnt_h;  
	reg [25-1:0] cnt_tmp;  
	always @(clk_out or cnt_h or clk_ctl or cnt_l)
		cnt_tmp = {clk_out,cnt_h,clk_ctl,cnt_l} + 1'b1;
	always @(posedge clk or negedge rst_n)
		if (~rst_n) {clk_out, cnt_h, clk_ctl, cnt_l}<=25'd0;
		else {clk_out,cnt_h, clk_ctl, cnt_l}<=cnt_tmp;
endmodule
`timescale 1ns / 1ps
module scan_ctl(
	ftsd_ctl,  
	ftsd_in,  
	in0,  
	in1,  
	in2,  
	in3,  
	ftsd_ctl_en  
    );
	output reg [3:0] ftsd_in;  
	output reg [3:0] ftsd_ctl;  
	input [3:0] in0,in1,in2,in3;  
	input [1:0] ftsd_ctl_en;  
	always @(ftsd_ctl_en)
		case (ftsd_ctl_en)
			2'b00:
				begin
				ftsd_ctl=4'b0111;
				ftsd_in=in0;
				end
			2'b01:
				begin
				ftsd_ctl=4'b1011;
				ftsd_in=in1;
				end	
			2'b10:
				begin
				ftsd_ctl=4'b1101;
				ftsd_in=in2;
				end
			2'b11:
				begin
				ftsd_ctl=4'b1110;
				ftsd_in=in3;
				end
			default:
				begin
				ftsd_ctl=4'b0000;
				ftsd_in=in0;
				end
		endcase
endmodule
`timescale 1ns / 1ps
module singledigit_dec_adder(
	 input clk,
	 input rst_n,
	 output [3:0] ftsd_ctl,
	 output [14:0] display
    );
reg [3:0] A;
reg [3:0] B;
reg ci;
reg [3:0] s;
reg co;
reg k;
reg [3:0] z;
wire [3:0] bcd;
wire [1:0] clk_ctl;
wire [3:0] in0, in1, in2, in3;
always@(posedge clk or negedge rst_n)
begin
	if(~rst_n)
	begin
		A<=0;
		B<=0;
		ci<=0;
	end
	else
	begin
		A<=4;
		B<=6;
		ci<=0;
	end
end
always@(A or B or ci)
begin
	{k,z}=A+B+ci;
end
always@(k or z)
begin
	if({k,z}>9)
		{co,s}={k,z}+5'b00110;
	else
		{co,s}={k,z};
end
assign in0=A;
assign in1=B;
assign in2=co;
assign in3=s;
freq_div f1(
	.clk_ctl(clk_ctl),  
	.clk(clk),  
	.rst_n(rst_n)  
	);
bcd2ftsegdec b1( 
	.display(display),  
	.bcd(bcd)  
	);
scan_ctl s1(
	.ftsd_ctl(ftsd_ctl),  
	.ftsd_in(bcd),  
	.in0(in0),  
	.in1(in1),  
	.in2(in2),  
	.in3(in3),  
	.ftsd_ctl_en(clk_ctl)  
	);
endmodule
==> design/flow/run.sh <==
#!/bin/bash
# OpenROAD 26Q1-2900-gdf79404cd8, Yosys 0.63+post, stock flow scripts
make -C /OpenROAD-flow-scripts/flow DESIGN_CONFIG=/design/flow/config.mk WORK_HOME=/design/flow/orfs finish
==> design/flow/config.mk <==
export PLATFORM = sky130hd
export DESIGN_NAME = singledigit_dec_adder
export DESIGN_NICKNAME = singledigit_dec_adder
export VERILOG_FILES = /design/flow/design.v
export SDC_FILE = /design/flow/constraint.sdc
export NUM_CORES = 4
export LEC_CHECK = 1
export CORE_AREA = 10 10 85 85
export DIE_AREA = 0 0 95 95
==> design/flow/constraint.sdc <==
current_design singledigit_dec_adder

set clk_period 4.2
set clk_io_pct 0.2

create_clock -name clk0 -period $clk_period [get_ports {clk}]

set non_clock_inputs [all_inputs -no_clocks]
set_input_delay [expr $clk_period * $clk_io_pct] -clock clk0 $non_clock_inputs
set_output_delay [expr $clk_period * $clk_io_pct] -clock clk0 [all_outputs]
==> out/metrics.json <==
{
  "run_status": "completed",
  "clock_latency_ns": 0.25,
  "fp.dieH_um": 95,
  "power-per-cell-area_nw_per_um2": 262.9,
  "min_path_type": "reg -> reg",
  "cpMaxStageDelayCell": "sky130_fd_sc_hd__clkdlybuf4s50_1",
  "vdd_ir_drop_max_mv": 0.2860,
  "antenna-diode-count": 0,
  "required_ns": 3.36,
  "final.hold.worst_slack_ns": 0.5069,
  "netlist_instances": 90,
  "number_of_setup_violations_in_the_final_report": 0,
  "crit_path_max_fanout": 7,
  "final_common_cell": "sky130_fd_sc_hd__dfrtp_1",
  "length_of_the_first_detailed_routing_pass_in_iterations": 4,
  "grt_util_all_layers_pct": 3.542,
  "startpoint_type": "flip-flop",
  "syn_to_layout_area_delta_pct": 25.83,
  "grt_first_pass_wirelength_um": 2691,
  "warnings": 27,
  "cp.arrival_ns": 2.03,
  "post_synth_mux_area_share_pct": 0,
  "ys_sh_adder_pct": 5.089,
  "synth-seq-area-share_pct": 45.80,
  "synth-area-yosys_um2": 983.4,
  "clock_tree_from_tritoncts": "built",
  "cts_hold_buf": 0,
  "grt_max_degree": 19,
  "postSynthRegisterBits": 18,
  "pin_count": 21,
  "totalPowerFinal_mw": 0.3254,
  "setup.worst_path.end_class": "output pin",
  "synthSimpleGateAreaFrac_pct": 25.70,
  "number_of_antenna_violations_at_the_first_check_in_global_routing": 0,
  "tns_ns": 0,
  "finish.instance_area_um2": 1237,
  "met3RoutedLength_um": 212,
  "final_antenna_net_count": 0,
  "reg_clk_slew_reported_paths_ns": 0.07,
  "finalWeightedCongestion": 0.7334,
  "first_global_vias": 625,
  "postRouteWirelength_um": 1629,
  "pre_cts_ws_ns": 1.598,
  "grt_overflow_total": 0,
  "port_buffers": 15,
  "fin_skew_ns": 0.004081,
  "maxSlewViolCount": 0,
  "cts_root_buffer": "sky130_fd_sc_hd__clkbuf_8",
  "final_min_period_over_clock_period_pct": 68.22,
  "max_cap_violations": 0,
  "drcViolationCount": 0,
  "synth-cells-yosys": 90,
  "cts-htree-levels": 1,
  "post-cts-setup-buffers": 0,
  "initialDrtViolationCount": 36,
  "layout_top_cells": "18 x sky130_fd_sc_hd__dfrtp_1, 15 x sky130_fd_sc_hd__clkdlybuf4s50_1, 12 x sky130_fd_sc_hd__xor2_1",
  "finalHoldViolations": 0,
  "cts-root-to-sink-buffers": 2,
  "grt_setup_unrepaired": "no",
  "clkSinkCount": 18,
  "synth.distinct_cells": 20,
  "worst_slack_ns": 1.335,
  "detailroute.wirelength.met2_um": 603,
  "syn_area_um2": 983.4,
  "maxUsedRoutingLayer": "met4",
  "max_stage_delay_ns": 0.45,
  "cts_buffers": 3,
  "initCoreUtil_pct": 17.97,
  "core_area_um2": 5473,
  "leakagePower_nw": 0.6076,
  "num_vias": 611,
  "detailedPlacementHpwl_um": 1244,
  "detailed_place.area_um2": 1182,
  "detail_route.vias_per_cell": 3.433,
  "routedWlPerCell_um": 9.152,
  "routedLengthMet1_um": 804,
  "die_area_um2": 9025,
  "fin_crit_ns": 2.865,
  "cts_repair_resize_count": 0,
  "critPathKind": "reg -> out",
  "synth.logic.top_family": "simple AND/OR/NAND/NOR gates",
  "synthXorXnorAreaFrac_pct": 13.36,
  "filler_instances": 604,
  "final_layout_size_suffix_gt1_share_pct": 15.09,
  "fmax_ghz": 0.3490,
  "ys_sh_aoi_pct": 0.5089,
  "crit_chain": "nand2b_1, or2_2, ha_1, and2_1, clkdlybuf4s50_1",
  "synthesis.area_per_instance_um2": 10.93,
  "die_width_um": 95,
  "synth-warning-count": 4,
  "rows": 27
}
-- cell families (layout without fill, tap and decap cells) --
| group | Yosys count | after routing |
|---|---|---|
| and+or+nand+nor | 36 | 36 |
| buffers and inverters | 15 | 26 |
| xor gates and xnor gates | 15 | 15 |
| DFF | 18 | 18 |
| other | 1 | 6 |
| adders and majority gates | 4 | 4 |
| AOI/OAI and AO/OA | 1 | 1 |
-- power by group --
| part | leakage (nW) | switching (mW) | internal (mW) |
|---|---|---|---|
| registers | 0.239 | 0.000227 | 0.174 |
| clock network | 0.0288 | 0.0560 | 0.0832 |
| logic | 0.339 | 0.00556 | 0.00653 |
-- path summary, 6_finish.rpt --
check                               from            end  slack (ns)  depth (start not counted)
setup / recovery           f1.clk_ctl[0]    display[12]        1.33                          5
hold / removal              f1.cnt_l[14]   f1.cnt_l[14]        0.51                          1
setup reg to reg             f1.cnt_l[0]  f1.clk_ctl[1]        2.80                          4
hold reg to reg             f1.cnt_l[14]   f1.cnt_l[14]        0.51                          1
max in group asynchronous          rst_n    f1.cnt_l[1]        3.10                          2
min in group asynchronous          rst_n    f1.cnt_l[9]        0.91                          2
-- worst max-delay path, delay by kind of cell, from the launching register on --
family	cells	cell delay, ns
flip-flops	1	0.44
adder cells (fa/ha/maj)	1	0.30
buffers and inverters	1	0.45
AND/OR/NAND/NOR	3	0.58
-- per-stage QoR --
| step | std cells | util [%] |
|---|---|---|
| finish | 178 | 22.61 |
| global placement | 174 | 21.60 |
| floorplan | 95 | - |
| CTS | 178 | 22.61 |
| detailed placement | 174 | 21.60 |
| global route | 178 | 22.61 |
-- final cells by class --
class | count | area, um2 | area share [%]
clock buffer | 4 | 55.05 | 4.449
timing repair buffer | 16 | 157.7 | 12.74
tap | 72 | 90.09 | 7.280
inverter | 6 | 22.52 | 1.820
multi-input combinational | 62 | 461.7 | 37.31
sequential | 18 | 450.4 | 36.40
-- synth_stat cells --
cell	number	share of area, %
sky130_fd_sc_hd__a21oi_1	1	0.51
sky130_fd_sc_hd__and2_1	1	0.64
sky130_fd_sc_hd__buf_4	9	6.9
sky130_fd_sc_hd__conb_1	1	0.38
sky130_fd_sc_hd__dfrtp_1	18	46
sky130_fd_sc_hd__ha_1	4	5.1
sky130_fd_sc_hd__inv_1	6	2.3
sky130_fd_sc_hd__nand2_1	6	2.3
sky130_fd_sc_hd__nand2b_1	3	1.9
sky130_fd_sc_hd__nand3_1	2	1.0
sky130_fd_sc_hd__nand3_2	1	1.0
sky130_fd_sc_hd__nand4_1	3	1.9
sky130_fd_sc_hd__nand4_2	1	1.3
sky130_fd_sc_hd__nand4_4	2	4.3
sky130_fd_sc_hd__nor2_1	6	2.3
sky130_fd_sc_hd__nor3_1	4	2.0
sky130_fd_sc_hd__nor4_2	4	5.1
sky130_fd_sc_hd__or2_2	3	1.9
sky130_fd_sc_hd__xnor2_1	3	2.7
sky130_fd_sc_hd__xor2_1	12	11
-- metal layers --
| layer | GRT usage, % | vias up |
|---|---|---|
| met4 | 0.2494 | 0 |
| met2 | 5.263 | 21 |
| li1 | - | 309 |
| met3 | 1.683 | 2 |
| met1 | 4.813 | 279 |
| met5 | 0 | - |
-- state kept, by name, indices dropped and copies added, names as in the netlist --
name	count
f1.cnt_l	15
f1.clk_ctl	2
B	1
Power figures rest on the tool's default switching activity, not on a simulated workload.
