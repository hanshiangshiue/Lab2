==> design/flow/design.v <==
`timescale 1ns / 1ps
module bcdto14segdecoder(
    input [3:0] i,  
    output [14:0] D_ssd,  
    output [3:0] d  
    );
reg [14:0] D_ssd;
reg [3:0] d;
always @(i)
		case (i)
			4'd0:
			begin
				D_ssd = 15'b0000_0011_1111_111;  
				d=4'b0000;
			end
			4'd1: 
			begin
				D_ssd = 15'b1111_1111_1011_011;  
				d=4'b0001;
			end
			4'd2: 
			begin
				D_ssd = 15'b0010_0100_1111_111;  
				d=4'b0010;
			end
			4'd3: 
			begin
				D_ssd = 15'b0000_1100_1111_111;  
				d=4'b0011;
			end
			4'd4: 
			begin
				D_ssd = 15'b1001_1000_1111_111;  
				d=4'b0100;
			end
			4'd5: 
			begin
				D_ssd = 15'b0100_1000_1111_111;  
				d=4'b0101;
			end
			4'd6: 
			begin
				D_ssd = 15'b0100_0000_1111_111;  
				d=4'b0110;
			end
			4'd7: 
			begin
				D_ssd = 15'b0001_1111_1111_111;  
				d=4'b0111;
			end
			4'd8: 
			begin
				D_ssd = 15'b0000_0000_1111_111;  
				d=4'b1000;
			end
			4'd9: 
			begin
				D_ssd = 15'b0000_1000_1111_111;  
				d=4'b1001;
			end
			4'd10: 
			begin
				D_ssd = 15'b0111_0000_1111_111;  
				d=4'b1010;
			end
			4'd11: 
			begin
				D_ssd = 15'b0111_0000_1111_111;  
				d=4'b1011;
			end
			4'd12: 
			begin
				D_ssd = 15'b0111_0000_1111_111;  
				d=4'b1100;
			end
			4'd13: 
			begin
				D_ssd = 15'b0111_0000_1111_111;  
				d=4'b1101;
			end
			4'd14: 
			begin
				D_ssd = 15'b0111_0000_1111_111;  
				d=4'b1110;
			end
			4'd15: 
			begin
				D_ssd = 15'b0111_0000_1111_111;  
				d=4'b1111;
			end
			default:
			begin
				D_ssd = 15'b1111_1111_1111_111;
				d=4'b0000;
			end
		endcase
endmodule
==> design/flow/run.sh <==
#!/bin/bash
# OpenROAD 26Q1-2900-gdf79404cd8, Yosys 0.63+post, stock flow scripts
make -C /OpenROAD-flow-scripts/flow DESIGN_CONFIG=/design/flow/config.mk WORK_HOME=/design/flow/orfs finish
==> design/flow/config.mk <==
export PLATFORM = sky130hd
export DESIGN_NAME = bcdto14segdecoder
export DESIGN_NICKNAME = bcdto14segdecoder
export VERILOG_FILES = /design/flow/design.v
export SDC_FILE = /design/flow/constraint.sdc
export NUM_CORES = 4
export LEC_CHECK = 1
export CORE_AREA = 10 10 70 70
export DIE_AREA = 0 0 80 80
==> design/flow/constraint.sdc <==
current_design bcdto14segdecoder

set clk_period 1.2
set clk_io_pct 0.2

create_clock -name clk0 -period $clk_period

set non_clock_inputs [all_inputs -no_clocks]
set_input_delay [expr $clk_period * $clk_io_pct] -clock clk0 $non_clock_inputs
set_output_delay [expr $clk_period * $clk_io_pct] -clock clk0 [all_outputs]
==> impl_metrics.py <==
# Flow results
metrics = {
    "placed_design": {
        "gp_congestion": 0.725,
        "detailed_place_hpwl_um": 741,
        "portBuffers": 18,
        "dpl_cell_area_sq_um": 504,
    },
    "final_layout": {
        "fin_area_sq_um": 636,
        "area_growth_pct": 107,
        "final_cell_mix": "9 x buf_2, 7 x buf_6, 5 x ha_4, 5 x conb_1, 5 x buf_4",
        "regArea_sq_um": 0,
        "ff_count": 0,
        "layout-drive-gt1-share_pct": 66.1,
        "n_clock_buffer": 0,
        "final_common_cell": "buf_2",
        "final_core_util_pct": 18.6,
    },
    "floorplanning": {
        "pin_count": 23,
        "initCoreUtil_pct": 9.01,
        "rows": 21,
        "dieArea_sq_mm": 0.00640,
        "die-height_um": 80,
        "die_x_um": 80,
        "fp.coreArea_sq_mm": 0.00342,
    },
    "synthesis": {
        "yosys_area_sq_um": 308,
        "syn_avg_cell_area_sq_um": 7.51,
        "synth_cell_type_count": 15,
        "synth_seq_share_pct": 0,
        "synth.cell_area_sq_um": 308,
        "ys_cells": 41,
        "ys_warn_count": 1,
        "netlist_instances": 41,
    },
    "setup_path": {
        "crit_required_ps": 960,
        "crit_arrival_ps": 1070,
        "worstSetupStartpointType": "input port",
        "crit_path_end_kind": "primary output",
        "crit_fanout": 4,
        "path_class": "in -> out",
    },
    "timing": {
        "period_used_pct": 109,
        "rsz0062_at_grt": "true",
        "period_minus_slack_ps": 1310,
        "hold_viol_final": 0,
        "fin_ws_ps": -113,
        "fmax_mhz": 762,
        "fin_hold_ws_ps": 821,
        "tns_ps": -516,
        "finalSetupViolations": 8,
        "maxSlewViolCount": 0,
    },
    "run": {
        "log.warning_count": 39,
        "maxCapViolations": 0,
    },
    "global_route": {
        "grt_remaining_overflow": 0,
        "grt_pass1_wl_um": 1470,
        "first_global_vias": 325,
        "grt_max_degree": 11,
        "antenna_found_initial": 0,
        "grt_usage_pct": 2.63,
    },
    "power": {
        "p_leak_uw": 0.000288,
        "power_density_mw_per_mm2": 279,
        "max-vdd-ir-drop_mv": 0.0475,
    },
    "drt": {
        "vias": 316,
        "drtIter0Drc": 3,
        "wl_um": 949,
        "wire_per_inst_um": 8.79,
        "drc_errors": 0,
        "ant_nets": 0,
        "viasPerCell": 2.93,
        "n_antenna_cell": 0,
        "dr.pass1.iters": 4,
    },
    "cts": {
        "cts_hold_buffers": 0,
    },
    "outcome": {
        "violations": "negative setup slack",
        "status": "finished with violations",
    },
    "hold_path": {
        "min_path_type": "in -> out",
        "hold_depth": 3,
    },
}
==> Yosys cell counts <==
master | count | area, sq um
mux2i_1 | 3 | 30.0
or2_0 | 1 | 6.26
or2_1 | 1 | 6.26
a22o_1 | 1 | 8.76
a21oi_1 | 5 | 25.0
nor2_1 | 2 | 7.51
nor3b_1 | 1 | 7.51
and3b_2 | 1 | 10.0
buf_6 | 1 | 11.3
inv_1 | 3 | 11.3
o21a_1 | 1 | 7.51
buf_4 | 12 | 90.1
nand2_1 | 2 | 7.51
ha_1 | 6 | 75.1
conb_1 | 1 | 3.75
==> where the power goes <==
part	total [uW]	switching [uW]	internal (uW)
sequential	0	0	0
clock	0	0	0
combinational	177	73.0	104
total	177	73.0	104
==> final timing paths <==
path / from / endpoint / slack, ps
worst max-delay path: i[1] / D_ssd[7] / -110
worst min-delay path: i[3] / D_ssd[14] / 820
==> cell families (layout without fill, tap and decap cells) <==
kind of cell / after synthesis / count (layout) / share of synthesized area, %
muxes: 3 / 3 / 9.76
and+or+nand+nor: 8 / 8 / 14.6
other: 1 / 5 / 1.22
buffers and inverters: 16 / 33 / 36.6
adders and majority gates: 6 / 6 / 24.4
AOI/OAI and AO/OA: 7 / 7 / 13.4
==> timing repair <==
action / CTS / global route
resized: 85 / 4
setup endpoints to repair: 14 / 11
buffers inserted: 6 / 0
cloned: 0 / 0
pin swaps: 11 / 2
==> routing by layer <==
layer	track usage, %	vias up	share of wire, %
li1	-	158	-
met1	2.97	143	38
met2	4.98	15	48
met3	0.795	0	13
met4	0	0	0
met5	0	-	0
==> area by class of cell <==
class / instances / area [sq um]
fillers: 368 / 2780
inverters: 3 / 23.8
well taps: 46 / 57.6
multi-input cells: 29 / 308
repair buffers: 30 / 246
==> worst max-delay path, stage by stage <==
cell and delay (ps):
buf_8 100, buf_6 120, or2_1 230, buf_6 130, a21oi_4 140, buf_2 110
==> metrics by stage <==
step / power [uW] / cells / setup slack, ps
after floorplan: 70.5 / 45 / 102
after global placement: 142 / 102 / -978
after detailed placement: 142 / 102 / -990
after CTS: 179 / 108 / -118
after global routing: 198 / 108 / -156
final: 177 / 108 / -113
Power and IR drop assume default switching activity.
